--- ./run.sh ---
#!/bin/bash
# OpenROAD 26Q1-2900-gdf79404cd8, Yosys 0.63+post, stock flow scripts
make -C /OpenROAD-flow-scripts/flow DESIGN_CONFIG=/design/flow/config.mk WORK_HOME=/design/flow/orfs finish
--- ./config.mk ---
export PLATFORM = sky130hd
export DESIGN_NAME = interfaceLED
export DESIGN_NICKNAME = interfaceLED
export VERILOG_FILES = /design/flow/design.v
export SDC_FILE = /design/flow/constraint.sdc
export NUM_CORES = 4
export LEC_CHECK = 1
export CORE_AREA = 10 10 95 95
export DIE_AREA = 0 0 105 105
--- ./constraint.sdc ---
current_design interfaceLED

set clk_period 1.1
set clk_io_pct 0.2

create_clock -name clk0 -period $clk_period [get_ports {clk}]

set non_clock_inputs [all_inputs -no_clocks]
set_input_delay [expr $clk_period * $clk_io_pct] -clock clk0 $non_clock_inputs
set_output_delay [expr $clk_period * $clk_io_pct] -clock clk0 [all_outputs]
--- ./design.v ---
module interfaceLED (
	input [1:0] address,
	input chipselect,
	input clk,
	input read,
	input reset_n,
	input write,
	input [31:0] writedata,
	output [9:0] led_out,
	output reg [31:0] readdata
);
	reg [9:0] DATA;
	always @ ( posedge clk or negedge reset_n )
	begin
		if ( reset_n == 1'b0 )
		begin
			DATA <= 10'b0;
			readdata <= 32'b0;
		end
		else if ( chipselect && write && (address == 2'b0) )
		begin
			DATA <= writedata[9:0];
			readdata <= 32'b0;
		end
		else if ( chipselect && read && (address == 2'b0) )
		begin
			readdata <= DATA;
			DATA <= DATA;
		end
		else
		begin
			readdata <= 32'b0;
			DATA <= DATA;
		end
	end
	assign led_out = DATA;
endmodule 
==> impl_results.rst <==
Synthesis and place-and-route
=============================

.. list-table::
   :header-rows: 1

   * - Metric
     - Value
   * - Worst setup path startpoint
     - readdata[4]$_DFF_PN0_
   * - Detailed Routing Iterations Pass 1
     - 3
   * - Ys Warns
     - 1
   * - R2R setup slack
     - 0.20 ns
   * - Startpoint types
     - flip-flop
   * - Total power
     - 1.96 mW
   * - Final routed wirelength across all metal layers
     - 2.49 mm
   * - Number of antenna violations at the first check in global routing
     - 0
   * - CP endpoint kind
     - primary output
   * - Number of vias in the routed layout
     - 617
   * - Final hold slack
     - 0.303 ns
   * - Site row count
     - 30
   * - Critical path, cell by cell
     - dlygate4sd2_1
   * - Leakage power
     - 0.759 nW
   * - OpenROAD warning count
     - 48
   * - Worst clock skew on the final layout
     - 0.000801 ns
   * - Weighted congestion reported at the end of routability-driven placement
     - 0.710
   * - Sink Count
     - 20
   * - Number of DRC markers in iteration 0
     - 8
   * - Area growth syn-to-layout
     - 62.2%
   * - Total CTS buffers
     - 3
   * - Count of distinct cell types in the synthesized netlist
     - 10
   * - Layout cell share with drive strength beyond 1
     - 34.6%
   * - Highest Clock Rate
     - 928 MHz
   * - Tally of nets with antenna violations remaining after routing
     - 0
   * - Required time worst endpoint
     - 0.88 ns
   * - Floorplan core density
     - 13.9%
   * - Die boundary height
     - 105 microns
   * - Max H-tree Level
     - 1
   * - Detailed-placement wirelength estimate
     - 2.05 mm
   * - CP max stage delay
     - 0.36 ns
   * - Max-cap violations
     - 0
   * - Reg-to-reg endpoint
     - DATA[9]$_DFFE_PN0N_
   * - Area share of the largest cell type after synthesis
     - 52.0%
   * - Power per Cell Area
     - 1260 mW/mm^2
   * - Ys async rst share
     - 100%
   * - Capture point of the critical path
     - readdata[4]
   * - Number of cells in Yosys stat
     - 78
   * - Number of diodes added for antenna fixing
     - 0
   * - RSZ-0062 raised after global routing
     - no
   * - Via count of the first global-routing pass
     - 756
   * - Clock slew at the register clock pins of the worst setup and hold paths
     - 0.07 ns
   * - Tightest Hold Check Type
     - in -> async
   * - Flops & latches, synth
     - 20
   * - Hold-fix buffers, CTS
     - 0
   * - Logic depth of the worst setup path including buffers
     - 1
   * - Source of the worst register-to-register timing path
     - DATA[9]$_DFFE_PN0N_
   * - Global-route wire length before repair
     - 3.95 mm
   * - Clock latency reported for the late side of the worst-skew pair
     - 0.25 ns
   * - Total congestion overflow
     - 0
   * - Kind of cell adding the most delay to the critical path
     - flip-flops
   * - Maximum resistive drop on vdd
     - 316 uV
   * - Total count of max-transition violations in the final report
     - 0
   * - Clock tree root driver cell
     - clkbuf_8
   * - Floorplan die width
     - 105 microns
   * - Critical setup path kind
     - reg -> out
   * - Cell with the most instances after synthesis
     - buf_4
   * - Maximum number of pins on one net before global-route repair
     - 21
   * - Period minus WS final
     - 1.08 ns
   * - Count of flip-flops with a built-in enable after synthesis
     - 0
   * - Clock tree from TritonCTS
     - yes
   * - Yosys Chip Area
     - 962 sq um
   * - Critical path fanouts, max
     - 1
   * - Worst path arrival time
     - 0.86 ns
   * - IO Port Bufs
     - 36
   * - Sequential cell area fraction in the yosys report
     - 52.0%
   * - Outcome
     - finished clean
   * - Final Hold Viols
     - 0
   * - Final setup violation count
     - 0
   * - Syn Area/Cell
     - 12.3 sq um
   * - Number of cell instances on the worst register-to-register path
     - 2
   * - CP max stage cell
     - dfrtp_1
   * - Top cells by area, synth
     - dfrtp_1, buf_4, mux2_1
   * - Final clock period utilization by the worst path
     - 97.9%
   * - Commonest register cell after synthesis
     - dfrtp_1
   * - Synthesized instance count
     - 78
   * - Via density per instance
     - 2.73
   * - Post-detailed-route DRC marker count
     - 0
   * - Maximum count of clock buffers along a single path
     - 2
   * - Area of the die
     - 0.0110 sq mm
   * - Global-route total usage across every layer
     - 4.33%
   * - Boundary Pins
     - 81
   * - Cell type contributing the most total cell area after synthesis
     - dfrtp_1
   * - Placeable Area
     - 0.00691 sq mm
   * - Leading post-synthesis cells by instance count
     - buf_4, dfrtp_1, inv_1, mux2_1, nor3_2
   * - Drt wl/cell
     - 11.0 microns
   * - Post-synth design cell area
     - 962 sq um
   * - Total buffers and inverters traversed by the critical path
     - 1
==> where the power goes <==
group          internal [mW]  total (mW)  switching (mW)
Combinational          0.373       0.549           0.176
Clock                  0.318       0.543           0.226
Sequential             0.821       0.867          0.0459
==> repair_timing <==
item	CTS	global route
pin swaps	1	0
setup endpoints to repair	40	9
resized	58	9
setup buffers	2	0
gates cloned	1	0
==> how the worst min path moves through the flow <==
stage	cells after the start	to	from	slack (ns)
CTS	2	readdata[8]$_DFF_PN0_	reset_n	0.30
global route	2	readdata[8]$_DFF_PN0_	reset_n	0.30
finish	2	readdata[8]$_DFF_PN0_	reset_n	0.30
==> per-stage QoR <==
stage          setup WS, ns  cells  instance area (sq um)  setup TNS, ns  utilization, %
2_1_floorplan       -0.0138     99                   1040         -0.138               -
3_3_place_gp         -0.524    219                   1460          -9.93            21.1
3_5_place_dp         -0.539    219                   1460         -10.19            21.1
4_1_cts             0.00845    226                   1560              0            22.6
5_1_grt            0.000224    226                   1560              0            22.6
6_report             0.0226    226                   1560              0            22.6
==> metal layers <==
layer	wire, microns	vias to the layer above	global-route usage [%]
met1	967	282	4.88
met2	1390	25	8.05
met4	36	0	0.980
met3	92	2	0.932
met5	0	-	0
li1	-	308	-
==> sequential cells by signal (all words and copies together), names as in the netlist <==
name / cells
DATA: 10
readdata: 10
==> placed cells by master, fill, tap and decap left out, drive strengths merged <==
cell type / netlist / routed
or4b: 1 / 1
dfrtp: 20 / 20
nor3: 10 / 10
inv: 10 / 10
buf: 24 / 18
clkdlybuf4s50: 0 / 12
clkdlybuf4s15: 0 / 15
clkinv: 1 / 1
conb: 1 / 22
mux2: 10 / 10
clkbuf: 0 / 6
nor4bb: 1 / 1
dlygate4sd2: 0 / 4
==> cell families (layout without fill, tap and decap cells) <==
kind of cell	count (synthesis)	count (layout)	share of synthesized area, %
buffers and inverters	35	66	23.4
DFF	20	20	52.0
muxes	10	10	11.7
other	1	22	0.390
and+or+nand+nor	12	12	12.5
==> layout make-up <==
cell class	instances	area [sq um]
sequential	20	500
tap	96	120
timing repair buffer	51	475
multi-input combinational	44	368
inverter	11	41.3
clock buffer	4	55.1
fill	761	5350
Power and IR drop assume default switching activity.
